`flow/design.v`:
```
module hex_7_segment(
  input  logic clk,
  input  logic rst,
  input  logic [31:0] binary_in,
  output logic [6:0] seg [3:0]   
);
  logic [15:0] hex_value;
  logic [3:0] hex_digit [3:0];
  always_ff @(posedge clk or posedge rst) begin
    if (rst) begin
      hex_value <= 16'h0000;
    end else begin
      hex_value <= binary_in[15:0];
    end
  end
  always_comb begin
    hex_digit[0] = hex_value[3:0];
    hex_digit[1] = hex_value[7:4];
    hex_digit[2] = hex_value[11:8];
    hex_digit[3] = hex_value[15:12];
  end
  function logic [6:0] hex_to_7seg(input logic [3:0] hex);
    case (hex)
      4'h0: hex_to_7seg = 7'b100_0000;
      4'h1: hex_to_7seg = 7'b111_1001;
      4'h2: hex_to_7seg = 7'b010_0100;
      4'h3: hex_to_7seg = 7'b011_0000;
      4'h4: hex_to_7seg = 7'b001_1001;
      4'h5: hex_to_7seg = 7'b001_0010;
      4'h6: hex_to_7seg = 7'b000_0010;
      4'h7: hex_to_7seg = 7'b111_1000;
      4'h8: hex_to_7seg = 7'b000_0000;
      4'h9: hex_to_7seg = 7'b001_0000;
      4'hA: hex_to_7seg = 7'b000_1000;
      4'hB: hex_to_7seg = 7'b000_0011;
      4'hC: hex_to_7seg = 7'b100_0110;
      4'hD: hex_to_7seg = 7'b010_0001;
      4'hE: hex_to_7seg = 7'b000_0110;
      4'hF: hex_to_7seg = 7'b000_1110;
      default: hex_to_7seg = 7'b111_1111;  
    endcase
  endfunction
  always_comb begin
    for (int i = 0; i < 4; i++) begin
      seg[i] = hex_to_7seg(hex_digit[i]);
    end
  end
endmodule
```
`flow/run.sh`:
```
#!/bin/bash
# OpenROAD 26Q1-2900-gdf79404cd8, Yosys 0.63+post, stock flow scripts
make -C /OpenROAD-flow-scripts/flow DESIGN_CONFIG=/design/flow/config.mk WORK_HOME=/design/flow/orfs finish
```
`flow/config.mk`:
```
export PLATFORM = sky130hd
export DESIGN_NAME = hex_7_segment
export DESIGN_NICKNAME = hex_7_segment
export VERILOG_FILES = /design/flow/design.v
export SDC_FILE = /design/flow/constraint.sdc
export NUM_CORES = 4
export LEC_CHECK = 1
export CORE_AREA = 10 10 99 99
export DIE_AREA = 0 0 109 109
export SYNTH_HDL_FRONTEND = slang
```
`flow/constraint.sdc`:
```
current_design hex_7_segment

set clk_period 2.3
set clk_io_pct 0.2

create_clock -name clk0 -period $clk_period [get_ports {clk}]

set non_clock_inputs [all_inputs -no_clocks]
set_input_delay [expr $clk_period * $clk_io_pct] -clock clk0 $non_clock_inputs
set_output_delay [expr $clk_period * $clk_io_pct] -clock clk0 [all_outputs]
```
==> run notes <==
Summary of implementation figures.

Critical path
The longest individual stage delay on the worst path is 400 ps. The critical path in this run is classified as reg -> out. The cell sequence reported for the critical path is inv_2, buf_6, ha_1, mux2_2, a22o_1, clkdlybuf4s50_1. The cell family contributing the most delay on the critical path is buffers and inverters.

Looking at the critical path, the highest net fanout was 4. STA puts the critical path data required time at 1840 ps. According to the timing report, the arrival time at the worst endpoint equals 1810 ps. The worst setup path is launched from a register.

Counting both buffers and inverters, the worst setup path holds a total of 3. The cell type of the slowest stage on the worst timing path is sky130_fd_sc_hd__clkdlybuf4s50_1. The instance count on the critical path is 6. STA classifies the critical path endpoint as an output port.

Pwr
Power comes to 0.000807 W. Per the OpenROAD power report, leakage power amounts to 1.13 nW. The share of total power dissipated in the clock network is 0.255.

The logic gate share of total power is 0.349. The share of total power dissipated in sequential elements is 0.397. The net switching power in the latest report is 0.000212 W. The flow reported a cell area power density of 347 mW/mm². Of the total power, the share spent switching nets is 0.262. The analysis reports a worst IR drop on VDD of 0.154 mV.

The power report lists cell-internal power as ~0.00060 W.

Drt
TritonRoute reported its final design rule violation total as 0. The average detailed-routed wire length per instance is 11.4 µm. In the routed netlist, the antenna diode instances number 0. In the post-route report, total wirelength is listed as 3490 µm.

The number of nets still failing antenna checks after routing is 0. For this block, the initial DRC count from the detailed router was 19. Dividing the detail-routed via count by the number of cells gives 3.96. The total number of vias is 1213.

In the log, the iteration count for the first detailed-route pass is 3.

Global route
The global routing's busiest layer is met2. The total routing resource utilization after global routing is 0.0566. The via count of the first global-routing pass came to 1149. Entering global routing, the biggest net connects 17 pins. The residual overflow from global routing is 0. The met3 track demand over resource in global routing is 0.0161. The global routing met1 resource utilization is 0.0705. The number of antenna violations at the first check in global routing is 0. The first global-routing pass estimated 5580 µm of wire. Routing resource usage on met2 recorded by global route was 0.0990.

Synth
Before any placement, the netlist area is recorded as 0.00150 mm². In this run the mean area of a mapped cell was about 11 µm². Synthesis inferred 16 register bits. The number of warnings issued by yosys is 0. For this run, the register share of the synthesized area comes to 0.266. Per the Yosys statistics, synthesis produced 141 cells. The synthesized instance count is 141. The tally of unique sky130hd cells used after synthesis is 23. Post-synthesis, Yosys gives the total cell area as 0.00150 mm².

Floorplanning
After floorplanning, the die was sized to cover 0.0119 mm². The region available for standard cell placement spans 0.00773 mm². The number of I/O pins is 62. From bottom edge to top edge, the die measures 109 µm. In this run the horizontal extent of the chip is 109 µm. The initial utilization of the core area, before any placement, comes to 0.195. The initialized floorplan defines 32 standard-cell rows.

STA
The time the final worst path needs with I/O delays and setup is 2270 ps. The final timing summary puts the cycle share of the worst path at 0.987. The max-slew violation count is 0.

After routing, the total negative slack on setup checks comes to 0 ps. The maximum clock frequency is between 0.4 and 0.5 GHz. The transition time at the pin with the least slew margin is approximately 640 ps. Setup repair after global routing could not meet its margin everywhere.

In the final report, the number of hold violations comes to 0. Setup violations remaining at the end of the flow were counted as 0. The worst slew slack as a fraction of its limit is 0.574.

Clock network
TritonCTS created 3 clock buffers. The clock passes through at most 2 buffers. The total number of clock tree sinks is 16.

In this run the number of H-tree levels came out at 1. For reference, the clock transition at the flip-flops on the worst setup and hold paths is 60 ps. In this run the clock root is driven by a sky130_fd_sc_hd__clkbuf_8. The TritonCTS clock tree is done.

Finish
The number of flip-flops in the largest register is 16. The layout summary lists the proportion of cells stronger than drive strength 1 as 0.319. The area taken by flip-flops and latches is 403 µm². The area overhead of the layout relative to synthesis is 54.4%.

The final-layout fill cell count is 792. The multi-input combinational cells in the finished layout cover a total of 0.00107 mm².

The finished layout holds 306 standard cells, fillers aside.

Placement
The number of placed cells counting well taps is ~300. Routability-driven placement finished with a final weighted congestion of 0.787. Once detailed placement completed, the half-perimeter wirelength came to 2840 µm.

The count of input and output buffers is 45.

Job
The number of warnings the tools reported is about 66. The count of max-cap constraint violations is 0.

Worst hold path
According to the hold report, the worst path is of the in -> async type.

Run status
The run finished with clean final reports.
[layout make-up]
class / instances / area share
Timing Repair Buffer: 68 / 0.271
Clock buffer: 3 / 0.0178
Inverter: 13 / 0.0210
Sequential cell: 16 / 0.173
Tap cell: 102 / 0.0550
Multi-Input combinational cell: 104 / 0.462
[metrics by stage]
stage                     hold WS [ps]  setup slack, ps   util  area (µm²)
after floorplan                    374              536      -        1500
after global placement             898             45.3  0.276        2130
after detailed placement           903             21.4  0.276        2130
after CTS                          629             2.85  0.294        2270
after global routing               631            -52.7  0.301        2320
final                              605             30.2  0.301        2320
[cells in the mapped netlist]
cell,n,share of area
sky130_fd_sc_hd__a22o_2,3,0.020
sky130_fd_sc_hd__inv_1,13,0.032
sky130_fd_sc_hd__mux2i_1,14,0.093
sky130_fd_sc_hd__o21ai_0,5,0.017
sky130_fd_sc_hd__nor2_1,13,0.032
sky130_fd_sc_hd__a32o_1,4,0.027
sky130_fd_sc_hd__buf_4,2,0.010
sky130_fd_sc_hd__o22ai_1,3,0.012
sky130_fd_sc_hd__buf_6,3,0.022
sky130_fd_sc_hd__ha_1,28,0.23
sky130_fd_sc_hd__a22o_1,4,0.023
sky130_fd_sc_hd__o31ai_1,3,0.015
sky130_fd_sc_hd__and2b_2,3,0.017
sky130_fd_sc_hd__or3b_1,4,0.023
sky130_fd_sc_hd__nand2b_1,3,0.012
sky130_fd_sc_hd__dfrtp_1,16,0.27
sky130_fd_sc_hd__mux4_2,1,0.015
sky130_fd_sc_hd__buf_2,3,0.010
sky130_fd_sc_hd__nand2_1,4,0.010
sky130_fd_sc_hd__a21oi_1,2,0.0067
sky130_fd_sc_hd__mux4_1,3,0.052
sky130_fd_sc_hd__nor2b_1,1,0.0042
sky130_fd_sc_hd__mux2_2,6,0.045
[cells in the final DEF (no fill, tap or decap), types with 2 or more instances in the layout]
master,instances
sky130_fd_sc_hd__inv_2,7
sky130_fd_sc_hd__clkbuf_2,3
sky130_fd_sc_hd__ha_2,5
sky130_fd_sc_hd__o21ai_0,3
sky130_fd_sc_hd__buf_4,18
sky130_fd_sc_hd__nor2_1,13
sky130_fd_sc_hd__inv_1,6
sky130_fd_sc_hd__mux4_1,2
sky130_fd_sc_hd__o31ai_1,3
sky130_fd_sc_hd__dfrtp_1,14
sky130_fd_sc_hd__clkdlybuf4s50_1,28
sky130_fd_sc_hd__dlygate4sd2_1,8
sky130_fd_sc_hd__nand2_1,4
sky130_fd_sc_hd__a22o_2,3
sky130_fd_sc_hd__mux2_2,6
sky130_fd_sc_hd__o22ai_1,3
sky130_fd_sc_hd__dfrtp_2,2
sky130_fd_sc_hd__mux4_2,2
sky130_fd_sc_hd__or3b_1,4
sky130_fd_sc_hd__dlymetal6s2s_1,5
sky130_fd_sc_hd__ha_1,18
sky130_fd_sc_hd__mux2i_1,14
sky130_fd_sc_hd__a22o_1,4
sky130_fd_sc_hd__ha_4,5
sky130_fd_sc_hd__buf_6,5
sky130_fd_sc_hd__and2b_2,3
sky130_fd_sc_hd__nand2b_1,3
sky130_fd_sc_hd__clkbuf_8,3
sky130_fd_sc_hd__a32o_1,4
[cell families after synthesis]
| family | share of synthesized area |
|---|---|
| adders and majority gates | 0.233 |
| and+or+nand+nor | 0.0998 |
| AOI/OAI and AO/OA | 0.121 |
| muxes | 0.205 |
| buffers and inverters | 0.0749 |
| DFF | 0.266 |
[routing by layer]
metal,wire [µm],vias to the layer above
met5,0,-
met4,0,0
met3,188,0
met2,1770,22
met1,1530,572
li1,-,619
[power by group through the flow]
stage,logic [W],clock network [W],registers (W)
after CTS,0.000283,0.000226,0.000318
final,0.000281,0.000206,0.000320
after global routing,0.000315,0.000241,0.000323
[how the worst max path moves through the flow]
stage | start | end | slack, ps
6_report | hex_digit[5] | seg[13] | 30
4_1_cts | hex_digit[9] | seg[15] | 3
5_1_grt | hex_digit[5] | seg[13] | -50
[timing repair]
action	CTS	global route
resized	32	26
hold endpoints to repair	0	0
setup buffers	7	1
setup endpoints to repair	17	20
hold buffers	0	0
pin swaps	2	4
Power is estimated from default activity; no workload was simulated.
